==> /design/flow/constraint.sdc <==
current_design adc_ctrl

set clk_period 3075.1
set clk_io_pct 0.2

create_clock -name clk0 -period $clk_period [get_ports {clk_i}]

set non_clock_inputs [all_inputs -no_clocks]
set_input_delay [expr $clk_period * $clk_io_pct] -clock clk0 $non_clock_inputs
set_output_delay [expr $clk_period * $clk_io_pct] -clock clk0 [all_outputs]
==> /design/flow/design.v <==
module adc_ctrl
  #(
   parameter SRAM_SIZE = 1*1024
   )
  ( 
    input logic 	clk_i,
    input logic 	rst_ni,
    input logic [7:0] 	address_i,
    input logic [3:0] 	byteenable_i,
    input logic 	read_i,
    output logic [31:0] readdata_o,
    input logic 	write_i,
    input logic [31:0] 	writedata_i,
    output logic 	ad9226_clk_o,
    input logic 	ad9226_otr_i,
    input logic [11:0] 	ad9226_d_i
    );
   wire adc_clk_i;
   assign adc_clk_i = clk_i;
   typedef struct packed {
      logic 		otr;
      logic [11:0] 	d;
   } ADC_SAMPLE_t;
   ADC_SAMPLE_t sram[SRAM_SIZE-1:0];
   logic [$clog2(SRAM_SIZE)-1:0] sram_rd_ptr_q, sram_wr_ptr_q;
   typedef logic [7:0] RA_t;
   localparam RA_t RA_control = 0;
   localparam RA_t RA_status = 1;
   localparam RA_t RA_delay = 2;
   localparam RA_t RA_data = 3;
   typedef struct packed {
      logic [1:0] sample_timing;
      logic capture;                  
   } CSR_CONTROL_t;
   typedef struct packed {
      logic capture_done;
   } CSR_STATUS_t;
   typedef logic [15:0] CSR_DELAY_t;  
   CSR_CONTROL_t csr_control_q;
   CSR_STATUS_t csr_status_q;   
   CSR_DELAY_t csr_delay_q;  
   ADC_SAMPLE_t csr_data_q;
   function automatic logic [31:0] csr_write_data(input logic [31:0] d_reg, input logic [31:0] d_ava, input logic [3:0] be);
      logic [31:0] q;
      q[0+:8]  = be[0] ? d_ava[0+:8]  : d_reg[0+:8];
      q[8+:8]  = be[1] ? d_ava[8+:8]  : d_reg[8+:8];
      q[16+:8] = be[2] ? d_ava[16+:8] : d_reg[16+:8];
      q[24+:8] = be[3] ? d_ava[24+:8] : d_reg[24+:8];
      return q;
   endfunction
   always @(posedge clk_i) begin
      if (!rst_ni) begin
	 csr_control_q <= 0;
	 csr_delay_q <= 0;	 
      end
      else if (write_i) begin
	 case (address_i)
	   RA_control: csr_control_q <= csr_write_data(csr_control_q, writedata_i, byteenable_i);
	   RA_delay:   csr_delay_q   <= csr_write_data(csr_delay_q,   writedata_i, byteenable_i);
	 endcase
      end
   end
   always_comb begin
      readdata_o = '0;
      case (address_i)
	 RA_control: readdata_o = csr_control_q;
	 RA_status:  readdata_o = csr_status_q;
	 RA_delay:   readdata_o = csr_delay_q;
	 RA_data:    readdata_o = csr_data_q;
      endcase
   end
   logic start;
   CSR_CONTROL_t csr_control_p1q;
   always @(posedge clk_i) begin
      csr_control_p1q <= csr_control_q;
   end
   assign start = csr_control_q.capture && !csr_control_p1q.capture;
   always @(posedge clk_i) begin
      if (!rst_ni || start) begin
	 sram_rd_ptr_q <= '0;
      end
      else if (read_i && address_i==RA_data) begin
	 sram_rd_ptr_q <= sram_rd_ptr_q + 1;      
      end
   end
   always_ff @(posedge clk_i) begin
      csr_data_q <= sram[sram_rd_ptr_q];
   end
   logic rst_adc_p1q;
   logic rst_adc_p2q;
   logic rst_adc_n;
   always_ff @(posedge adc_clk_i) begin
      rst_adc_p1q <= rst_ni;
      rst_adc_p2q <= rst_adc_p1q;
   end
   assign rst_adc_n = rst_adc_p2q;
   logic capture_adc_p1q;
   logic capture_adc_p2q;
   logic capture_adc_p3q;
   always_ff @(posedge adc_clk_i) begin
      capture_adc_p1q <= csr_control_q.capture;
      capture_adc_p2q <= capture_adc_p1q;
      capture_adc_p3q <= capture_adc_p2q;
   end
   logic start_adc;
   assign start_adc = capture_adc_p2q && !capture_adc_p3q;
   typedef enum logic [1:0] {
     ADC_STATE_active0,
     ADC_STATE_active1,
     ADC_STATE_done
   } ADC_STATE_e;
   ADC_STATE_e adc_state_q;
   logic [15:0] delay_q;
   always_ff @(posedge adc_clk_i) begin
      if (!rst_adc_n) begin
	 ad9226_clk_o <= 0;	 
	 delay_q <= '0;
	 sram_wr_ptr_q <= '0;
	 adc_state_q <= ADC_STATE_done;
      end
      else if (start_adc) begin
	 ad9226_clk_o <= 0;	 
	 delay_q <= csr_delay_q;
	 sram_wr_ptr_q <= '0;
	 adc_state_q <= ADC_STATE_active0;
      end
      else begin
	 case (adc_state_q)
	   ADC_STATE_active0: begin
	      ad9226_clk_o <= 1;
	      adc_state_q <= ADC_STATE_active1;
	   end
	   ADC_STATE_active1: begin
	      ad9226_clk_o <= 0;
	      if (delay_q==0) begin
		 sram_wr_ptr_q <= sram_wr_ptr_q + 1;
	      end
	      else begin
		 delay_q <= delay_q - 1;
	      end
	      adc_state_q <= sram_wr_ptr_q=={$clog2(SRAM_SIZE){1'b1}} ? ADC_STATE_done : ADC_STATE_active0;
	   end
	   ADC_STATE_done: begin	      
	   end
	 endcase
      end
   end
   ADC_SAMPLE_t sample_r0_q, sample_r1_q;   
   always_ff @(posedge adc_clk_i) begin
      sample_r0_q <= {ad9226_otr_i, ad9226_d_i};
      sample_r1_q <= sample_r0_q;
   end
   ADC_SAMPLE_t sample_f0_q, sample_f1_q;   
   always_ff @(negedge adc_clk_i) begin
      sample_f0_q <= {ad9226_otr_i, ad9226_d_i};
      sample_f1_q <= sample_f0_q;
   end
   ADC_SAMPLE_t sample_q;   
   always_ff @(posedge adc_clk_i) begin
      case(csr_control_q.sample_timing) 
	0: sample_q <= sample_r0_q;
	1: sample_q <= sample_r1_q;
	2: sample_q <= sample_f0_q;
	3: sample_q <= sample_f1_q;
      endcase
   end
   always_ff @(posedge adc_clk_i) begin
      if ( adc_state_q==ADC_STATE_active1 && delay_q==0 ) begin
	 sram[sram_wr_ptr_q] <= sample_q;
      end
   end
   logic done_p1q, done_p2q;
   always_ff @(posedge clk_i) begin
      done_p1q <= adc_state_q==ADC_STATE_done;
      done_p2q <= done_p1q;
      csr_status_q.capture_done <= done_p2q;
   end
endmodule
==> /design/flow/run.sh <==
#!/bin/bash
# OpenROAD 26Q1-2900-gdf79404cd8, Yosys 0.63+post, stock flow scripts
make -C /OpenROAD-flow-scripts/flow DESIGN_CONFIG=/design/flow/config.mk WORK_HOME=/design/flow/orfs finish
==> /design/flow/config.mk <==
export PLATFORM = sky130hd
export DESIGN_NAME = adc_ctrl
export DESIGN_NICKNAME = adc_ctrl
export VERILOG_FILES = /design/flow/design.v
export SDC_FILE = /design/flow/constraint.sdc
export NUM_CORES = 4
export LEC_CHECK = 1
export CORE_UTILIZATION = 30
export SYNTH_HDL_FRONTEND = slang
export SYNTH_MEMORY_MAX_BITS = 65536
==> results.yml <==
# generated from flow reports
setup_path:
  crit_slowest_cell: "clkdlybuf4s50_1"
  crit_type: "in -> reg"
  ff2ff_path_depth: 1
  cp.depth: 1
  cp-end-kind: "flop"
  cp_top_family: "buffers and inverters"
  worstSetupStartpoint: "ad9226_d_i[9]"
  critical-path-max-stage-delay_ns: 0.45
  path_max_fanout: 2
  start_kind: "input port"
  required_ns: 1538.70
  cp.arrival_ns: 615.47
  critical_path_buf_inv_count: 1
  path_cells: "clkdlybuf4s50_1"
  r2r_start: "sample_f0_q[8]"
cts:
  clk_latency_ns: 1.35
  cts.path.max_buffers: 6
  cts_buffers: 1443
  cts_resized: 0
  cts-htree-levels: 7
  clk_pin_slew_ns: 0.06
  tritoncts: "done"
  postCtsHoldBufs: 0
  post_cts_buffers: 0
  cts_root_buffer: "clkbuf_16"
  clock-sinks: 13457
floorplan:
  die_h_um: 1320
  core_area_um2: 1720000
  io_pins: 94
  fp_util_pct: 30.1
  rows: 482
  dieArea_um2: 1730000
  dieWidth_um: 1320
power:
  total_power_w: 0.000372
  ir_worst_vdd_mv: 0.000568
  power_density_nw_per_um2: 0.617
  p_leak_nw: 181
place:
  place_ws_ns: 921.94
  portBuffers: 59
  finalWeightedCongestion: 0.949
  place_hpwl_um: 1080000
  dp_cells: 47680
timing:
  slew_headroom_pct: 3.29
  finalSetupTns_ns: 0
  finalClockSkew_ns: 0.152
  worst_slack_ns: 923.23
  grt_setup_unrepaired: "false"
  final_max_slew_viol_count: 0
  tightest_slew_ns: 1.45
  hold_viol: 0
  setup_violations: 0
logic_synthesis:
  topCellsByArea: "edfxtp_1, mux4_2, mux2i_1, nor2_1, a22oi_1"
  yosysTopAreaCell: "edfxtp_1"
  ff_type: "edfxtp_1"
  ys_cells: 23925
  netlist_instances: 23925
  ys_types: 89
  edf_count: 13312
  yosysTopAreaCellShare_pct: 77.2
  async_flop_share_pct: 0
  synth_area_um2: 518000
  yosys_area_um2: 518000
  ys.flops: 13457
  ys_warn_count: 0
  top_cells_by_count: "edfxtp_1, mux4_2, mux2i_1"
  yosysMostFrequentCell: "edfxtp_1"
  synth.avg_cell_area_um2: 21.6
  ys_seq_share_pct: 77.8
detailed_routing:
  ant_nets: 0
  vias: 264526
  drt-initial-drc-count: 19254
  totalWireLength_um: 1690000
  first_pass_iters: 6
  vias_per_cell: 5.21
  drc: 0
  wl_per_cell_um: 33.3
run:
  warning_count: 122
  drv_cap: 0
grt:
  grt_overflow: 0
  grt_pass1_vias: 287288
  antenna_found_initial: 217
  grt_pass1_wl_um: 2300000
  grt_usage_pct: 20.8
  grt_max_degree: 140
cells_and_area:
  final-comb-area_um2: 107000
  seqCellArea_um2: 403000
  final_core_util_pct: 35.0
  final_cells: 50818
  drive_gt1_share_pct: 27.0
  areaGrowthSynthToFinish_pct: 16.5
  nFillCells: 155697
min_path:
  timing.hold.worst_path_depth: 0
  min_from: "done_p2q"
  hp-class: "reg -> reg"
status:
  status: "finished clean"
-- sequential cells by signal, indices dropped and copies added, names as in the netlist, 13 cells and up --
signal and cells:
sample_r1_q 13, csr_delay_q 16, sample_r0_q 13, csr_data_q 13
sram 13312, sample_f1_q 13, delay_q 16, sample_f0_q 13
sample_q 13
-- layout make-up --
class,count,area share [%]
Sequential cell,13457,66.8
Antenna cell,606,0.251
Multi-Input combinational cell,8932,17.8
Clock buffer,1737,6.26
Inverter,17,0.0176
Clock inverter,796,1.17
Tap cell,22990,4.77
Timing Repair Buffer,2283,2.98
-- placed cells by master, fill, tap and decap left out, types with 24 or more instances in the layout --
cell type and n:
a2111oi_0 26, a211oi_1 112, a21oi_1 499, a221oi_1 288, a22o_1 62, a22oi_1 438
a31oi_1 65, and3_1 27, buf_12 56, buf_4 2168, bufinv_16 122, clkbuf_1 261
clkbuf_16 1466, clkdlybuf4s50_1 59, clkinv_1 311, clkinv_2 220, clkinvlp_4 50, dfxtp_1 122
diode_2 606, edfxtp_1 13312, inv_1 39, inv_6 24, mux2_2 60, mux2i_1 1342
mux4_2 2903, nand2_1 418, nand2_4 30, nand3_1 134, nand4_1 29, nor2_1 1171
nor2_4 27, nor2b_1 29, nor3_1 73, o211ai_1 51, o21ai_0 316, o221ai_1 152
o22ai_1 205
-- final timing paths --
path	slack (ns)	endpoint
worst max register to register	1536.64	sample_q[8]
worst max-delay path	923.23	sample_f0_q[9]
worst min-delay path	0.32	csr_status_q
worst min register to register	0.32	csr_status_q
-- metrics by stage --
step                area (µm²)  hold slack (ns)
finish                  603000            0.323
global route            603000            0.339
CTS                     602000            0.324
detailed placement      557000            0.312
global placement        557000            0.311
floorplan               518000            0.310
-- metal layers --
| layer | vias up | global-route usage [%] | part of all wire (%) |
|---|---|---|---|
| li1 | 106021 | - | - |
| met1 | 132591 | 17.8 | 27 |
| met2 | 21853 | 28.3 | 43 |
| met3 | 3688 | 22.1 | 23 |
| met4 | 373 | 11.0 | 6.3 |
| met5 | - | 7.88 | 0.94 |
-- logic make-up after synthesis --
family / share of synthesized area [%]
flip-flops: 77.8
multiplexers: 15.4
buffers and inverters: 1.73
AND/OR/NAND/NOR: 1.72
AND-OR/OR-AND: 3.26
adder cells (fa/ha/maj): 0.0169
other: 0.000724
XOR/XNOR: 0.0474
-- power by group --
part           internal [W]  switching (W)   total (W)
Clock             0.0000973      0.0000697    0.000167
Combinational   0.000000391     0.00000320  0.00000363
Sequential         0.000202    0.000000163    0.000202
Power figures rest on the tool's default switching activity, not on a simulated workload.
